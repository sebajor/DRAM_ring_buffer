===== config.mk =====
export PLATFORM = sky130hd
export DESIGN_NAME = piso_tge
export DESIGN_NICKNAME = piso_tge
export VERILOG_FILES = /design/flow/design.v
export SDC_FILE = /design/flow/constraint.sdc
export NUM_CORES = 4
export LEC_CHECK = 1
export CORE_AREA = 10 10 421 421
export DIE_AREA = 0 0 431 431

===== constraint.sdc =====
current_design piso_tge

set clk_period 10.1
set clk_io_pct 0.2

create_clock -name clk0 -period $clk_period [get_ports {clk}]

set non_clock_inputs [all_inputs -no_clocks]
set_input_delay [expr $clk_period * $clk_io_pct] -clock clk0 $non_clock_inputs
set_output_delay [expr $clk_period * $clk_io_pct] -clock clk0 [all_outputs]

===== design.v =====
module piso_tge #(
    parameter INPUT_SIZE = 1024,
    parameter OUTPUT_SIZE = 64
)
(
    input wire clk,
    input wire ce,
    input wire rst,
    input wire [1023:0] i_parallel,
    output wire [63:0] o_serial,
    input wire      fifo_empty,
    output wire     fifo_re,
    output wire     valid
);
localparam CYCLES_BTW = INPUT_SIZE/OUTPUT_SIZE; 
localparam IDLE = 2'b0;
localparam BUSY = 2'b1;
reg [$clog2(CYCLES_BTW)-1:0] counter=0;
reg re=0, valid_r=0;  
reg state=IDLE, next_state=IDLE;
always@(posedge clk)begin
    if(rst)
        state <= IDLE;
    else
        state <= next_state;
end
always@(*)begin
    case(state)
        IDLE:   begin
            if(~fifo_empty)     next_state = BUSY;
            else                next_state = IDLE;
        end
        BUSY:   begin
            if(counter==(CYCLES_BTW)-1) next_state = IDLE;
            else                        next_state = BUSY;
        end
    endcase 
end
always@(posedge clk)begin
    case(state)
        IDLE: begin
            counter<=0;
            valid_r <= 0;
        end
        BUSY: begin
            valid_r<= 1;
            counter <= counter +1;
        end
    endcase
end
always@(posedge clk)begin
    re = ~state && next_state && ~rst;
end
assign fifo_re = re; 
reg [OUTPUT_SIZE-1:0] serial_out=0;
always@(posedge clk)begin
    case(counter)
        1: serial_out = i_parallel[OUTPUT_SIZE-1:0];   
        2: serial_out = i_parallel[2*OUTPUT_SIZE-1:1*OUTPUT_SIZE];
        3: serial_out = i_parallel[3*OUTPUT_SIZE-1:2*OUTPUT_SIZE];
        4: serial_out = i_parallel[4*OUTPUT_SIZE-1:3*OUTPUT_SIZE];
        5: serial_out = i_parallel[5*OUTPUT_SIZE-1:4*OUTPUT_SIZE];
        6: serial_out = i_parallel[6*OUTPUT_SIZE-1:5*OUTPUT_SIZE];
        7: serial_out = i_parallel[7*OUTPUT_SIZE-1:6*OUTPUT_SIZE];
        8: serial_out = i_parallel[8*OUTPUT_SIZE-1:7*OUTPUT_SIZE];
        9: serial_out = i_parallel[9*OUTPUT_SIZE-1:8*OUTPUT_SIZE];
        10: serial_out = i_parallel[10*OUTPUT_SIZE-1:9*OUTPUT_SIZE];
        11: serial_out = i_parallel[11*OUTPUT_SIZE-1:10*OUTPUT_SIZE];
        12: serial_out = i_parallel[12*OUTPUT_SIZE-1:11*OUTPUT_SIZE];
        13: serial_out = i_parallel[13*OUTPUT_SIZE-1:12*OUTPUT_SIZE];
        14: serial_out = i_parallel[14*OUTPUT_SIZE-1:13*OUTPUT_SIZE];
        15: serial_out = i_parallel[15*OUTPUT_SIZE-1:14*OUTPUT_SIZE];
        0: serial_out = i_parallel[16*OUTPUT_SIZE-1:15*OUTPUT_SIZE];
    endcase
end
reg valid_delay=0;
always@(posedge clk)begin
    valid_delay = valid_r;
end
assign valid = valid_delay; 
assign o_serial = serial_out; 
endmodule 

===== run.sh =====
#!/bin/bash
# OpenROAD 26Q1-2900-gdf79404cd8, Yosys 0.63+post, stock flow scripts
make -C /OpenROAD-flow-scripts/flow DESIGN_CONFIG=/design/flow/config.mk WORK_HOME=/design/flow/orfs finish

==> impl_metrics.py <==
# Metrics from the implementation run
metrics = {
    "logic_synthesis": {
        "seq_area_frac_synth": 0.159,
        "netlist_area_sq_mm": 0.00905,
        "top_cell": "a22oi_1",
        "async_flop_share": 0,
        "yosysUniqueCellTypes": 49,
        "top_cells_by_count": "a22oi_1 (162), nor2_1 (154), a22o_1 (122)",
        "yosys_warnings": 1,
        "enable_flop_cells": 0,
        "ys_chip_area_sq_mm": 0.00905,
        "synth_flops": 72,
        "syn_area_per_cell_sq_um": 7.32,
        "yosysTopAreaCell": "dfxtp_1",
        "top_area_frac": 0.159,
        "synthFlopType": "dfxtp_1",
        "ys_cells": 1237,
        "synthTopCellsByArea": "dfxtp_1 (16%), a22oi_1 (13%), a22o_1 (12%)",
        "syn_inst": 1237,
    },
    "worst_setup_path": {
        "start_kind": "flip-flop",
        "path_cells": "inv_1 > ha_4 > buf_12 > nor3b_2 > buf_4 > buf_4 > a2111oi_0 > a31oi_1",
        "cp.arrival_ns": 4.38,
        "crit_slowest_cell": "nor3b_2",
        "cp_top_family": "buffers and inverters",
        "cp_num_buf_inv": 4,
        "cp-end-kind": "flip-flop",
        "r2r_end": "serial_out[50]$_DFF_P_",
        "cp.required_ns": 10.37,
        "r2r-start": "counter[0]$_SDFF_PN0_",
        "critPathKind": "reg2reg",
        "crit_fanout": 62,
        "crit_top_cell": "buf_4",
        "reg2regPathDepth": 8,
        "slowest_delay_ns": 0.67,
        "r2r_setup_slack_ns": 6.00,
    },
    "hold_path": {
        "min_to": "valid_delay$_DFF_P_",
        "hold_path.class": "reg2reg",
        "holdPathStages": 0,
        "hold_start": "valid_r$_DFF_P_",
    },
    "floorplan": {
        "rows": 150,
        "ioPinCount": 1094,
        "die_h_um": 431,
        "die_w_um": 431,
        "die_area_sq_mm": 0.186,
        "initial_utilization": 0.0540,
        "core_area_sq_mm": 0.168,
    },
    "timing": {
        "fin_ws_ns": 6.00,
        "final-max-slew-violation-count": 0,
        "finClkSkew_ns": 0.0272,
        "min_period_over_period": 0.406,
        "tightest_slew_ns": 1.16,
        "timing.slew.headroom": 0.228,
        "rsz0062_at_grt": "no",
        "finalHoldViolCount": 0,
        "finalSetupViolations": 0,
        "fmax_mhz": 244,
        "fin_setup_tns_ns": 0,
        "fin_crit_ns": 4.10,
    },
    "flow_run": {
        "tool_warnings": 29,
        "cap_violations": 0,
    },
    "clock_tree": {
        "cts_tree": "yes",
        "cts_buffers": 9,
        "htree_levels": 3,
        "post_cts_buffers": 0,
        "cts_buffer_depth": 2,
        "holdBufCountCts": 0,
        "clkTransAtPathRegs_ns": 0.11,
        "cts.sinks": 72,
        "clock_latency_ns": 0.46,
        "cts_root_buffer": "clkbuf_16",
        "cts_resized": 0,
    },
    "global_route": {
        "grt_pass1_vias": 16493,
        "grt_pass1_wl_um": 225000,
        "grt_overflow": 0,
        "track_usage": 0.196,
        "grt_max_degree": 63,
        "antenna_found_initial": 252,
    },
    "placement": {
        "dp_hpwl_um": 167000,
        "dp_slack_ns": 5.71,
        "gp_congestion": 0.973,
        "port-buffer-count": 1092,
    },
    "detailed_routing": {
        "drtPass1Iterations": 5,
        "ant_nets": 0,
        "wl_per_cell_um": 42.0,
        "totalWireLength_um": 189000,
        "drcViolationCount": 0,
        "vias": 17194,
        "via_per_inst": 3.82,
        "drt_iter0_markers": 1694,
    },
    "power_and_ir_drop": {
        "p_int_mw": 1.09,
        "p_comb_frac": 0.586,
        "p_leak_nw": 7.20,
        "p_sw_uw": 771,
        "p_per_area_mw_per_mm2": 80.9,
        "clockPowerShare": 0.223,
        "pwr-share-seq": 0.191,
        "max-vdd-ir-drop_v": 0.000105,
        "sw_frac_of_total": 0.413,
    },
    "layout": {
        "fillers": 19083,
        "utilization": 0.137,
        "area_growth_syn_to_layout_pct": 155,
        "drive_gt1_frac": 0.0444,
    },
    "run_status": {
        "outcome": "completed",
    },
}
layout by cell type, fill, tap and decap left out, drive strengths merged, types with 14 or more instances in the layout:
master	instances
dfxtp	72
diode	41
a22oi	162
nand2	31
a2111oi	40
clkdlybuf4s50	1092
buf	61
o21ai	66
nor2	154
a21oi	109
a221oi	35
a221o	14
a31oi	64
mux2i	90
a22o	122
power by group through the flow:
stage / Sequential (mW) / Clock (mW) / Combinational, mW
CTS: 0.357 / 0.458 / 1.12
global route: 0.361 / 0.449 / 1.14
finish: 0.356 / 0.415 / 1.09
through the flow:
step	hold slack, ns	area (sq um)	instances	total power [mW]
after floorplan	0.310	9050	1237	0.588
after global placement	0.317	22600	4439	1.47
after detailed placement	0.316	22600	4439	1.47
after CTS	0.341	22900	4455	1.93
after global routing	0.353	23000	4472	1.95
final	0.338	23000	4497	1.86
cell type report:
class                      count  area [sq um]  share of cell area
antenna                       41           103             0.00445
clock buffer                  11           254              0.0110
clock inverter                 5          37.5             0.00163
inverter                       5          21.3            0.000923
multi-input combinational   1005          7020               0.304
sequential                    72          1450              0.0629
tap                         2204          2760               0.120
timing repair buffer        1154         11400               0.495
cell families (layout without fill, tap and decap cells):
group | count (synthesis) | in the layout | synth area share
AND-OR/OR-AND | 694 | 694 | 0.555
AND/OR/NAND/NOR | 215 | 215 | 0.0987
flip-flops | 72 | 72 | 0.159
XOR/XNOR | 1 | 1 | 0.000968
multiplexers | 91 | 91 | 0.101
other | 0 | 41 | 0
buffers and inverters | 160 | 1175 | 0.0800
adder cells (fa/ha/maj) | 4 | 4 | 0.00553
routing by layer:
metal	part of all wire	track usage
met5	0.0046	0
met4	0.026	0.0301
met3	0.11	0.0814
met2	0.53	0.365
met1	0.34	0.206
sequential cells by signal, summed over array words and instances, names as in the netlist:
register / cells
serial_out: 64
counter: 4
re: 1
state: 1
valid_delay: 1
valid_r: 1
worst max-delay path by stage:
stage	from	endpoint	slack [ns]	cells past startpoint
CTS	counter[0]$_SDFF_PN0_	serial_out[50]$_DFF_P_	5.97	8
global route	counter[0]$_SDFF_PN0_	serial_out[50]$_DFF_P_	5.89	8
finish	counter[0]$_SDFF_PN0_	serial_out[50]$_DFF_P_	6.00	8
Power is estimated from default activity; no workload was simulated.
