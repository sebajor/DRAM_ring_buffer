**flow/config.mk**
```make
export PLATFORM = sky130hd
export DESIGN_NAME = piso
export DESIGN_NICKNAME = piso
export VERILOG_FILES = /design/flow/design.v
export SDC_FILE = /design/flow/constraint.sdc
export NUM_CORES = 4
export LEC_CHECK = 1
export CORE_AREA = 10 10 421 421
export DIE_AREA = 0 0 431 431
```
**flow/constraint.sdc**
```tcl
current_design piso

set clk_period 8.1
set clk_io_pct 0.2

create_clock -name clk0 -period $clk_period [get_ports {clk}]

set non_clock_inputs [all_inputs -no_clocks]
set_input_delay [expr $clk_period * $clk_io_pct] -clock clk0 $non_clock_inputs
set_output_delay [expr $clk_period * $clk_io_pct] -clock clk0 [all_outputs]
```
**flow/run.sh**
```bash
#!/bin/bash
# OpenROAD 26Q1-2900-gdf79404cd8, Yosys 0.63+post, stock flow scripts
make -C /OpenROAD-flow-scripts/flow DESIGN_CONFIG=/design/flow/config.mk WORK_HOME=/design/flow/orfs finish
```
**flow/design.v**
```verilog
module piso #(
    parameter INPUT_SIZE = 1024,
    parameter OUTPUT_SIZE = 64
)
(
    input wire clk,
    input wire ce,
    input wire rst,
    input wire [1023:0] i_parallel,
    output wire [63:0] o_serial,
    input wire      fifo_empty,
    output wire     fifo_re,
    output wire     valid
);
localparam CYCLES_BTW = INPUT_SIZE/OUTPUT_SIZE; 
localparam IDLE = 2'b0;
localparam BUSY = 2'b1;
reg [$clog2(CYCLES_BTW)-1:0] counter=0;
reg re=0, valid_r=0;  
reg state=IDLE, next_state=IDLE;
always@(posedge clk)begin
    if(rst)
        state <= IDLE;
    else
        state <= next_state;
end
always@(*)begin
    case(state)
        IDLE:   begin
            if(~fifo_empty)     next_state = BUSY;
            else                next_state = IDLE;
        end
        BUSY:   begin
            if(counter==(CYCLES_BTW)-1) next_state = IDLE;
            else                        next_state = BUSY;
        end
    endcase 
end
always@(posedge clk)begin
    case(state)
        IDLE: begin
            counter<=0;
            valid_r <= 0;
        end
        BUSY: begin
            valid_r<= 1;
            counter <= counter +1;
        end
    endcase
end
always@(posedge clk)begin
    re = ~state && next_state && ~rst;
end
assign fifo_re = re; 
reg [OUTPUT_SIZE-1:0] serial_out=0;
always@(posedge clk)begin
    case(counter)
        1: serial_out = i_parallel[OUTPUT_SIZE-1:0];   
        2: serial_out = i_parallel[2*OUTPUT_SIZE-1:1*OUTPUT_SIZE];
        3: serial_out = i_parallel[3*OUTPUT_SIZE-1:2*OUTPUT_SIZE];
        4: serial_out = i_parallel[4*OUTPUT_SIZE-1:3*OUTPUT_SIZE];
        5: serial_out = i_parallel[5*OUTPUT_SIZE-1:4*OUTPUT_SIZE];
        6: serial_out = i_parallel[6*OUTPUT_SIZE-1:5*OUTPUT_SIZE];
        7: serial_out = i_parallel[7*OUTPUT_SIZE-1:6*OUTPUT_SIZE];
        8: serial_out = i_parallel[8*OUTPUT_SIZE-1:7*OUTPUT_SIZE];
        9: serial_out = i_parallel[9*OUTPUT_SIZE-1:8*OUTPUT_SIZE];
        10: serial_out = i_parallel[10*OUTPUT_SIZE-1:9*OUTPUT_SIZE];
        11: serial_out = i_parallel[11*OUTPUT_SIZE-1:10*OUTPUT_SIZE];
        12: serial_out = i_parallel[12*OUTPUT_SIZE-1:11*OUTPUT_SIZE];
        13: serial_out = i_parallel[13*OUTPUT_SIZE-1:12*OUTPUT_SIZE];
        14: serial_out = i_parallel[14*OUTPUT_SIZE-1:13*OUTPUT_SIZE];
        15: serial_out = i_parallel[15*OUTPUT_SIZE-1:14*OUTPUT_SIZE];
        0: serial_out = i_parallel[16*OUTPUT_SIZE-1:15*OUTPUT_SIZE];
    endcase
end
reg valid_delay=0;
always@(posedge clk)begin
    valid_delay = valid_r;
end
assign valid = valid_delay; 
assign o_serial = serial_out; 
endmodule 
```
==> run summary <==
Main metrics from the flow reports.

The library cell used most frequently in the layout, excluding fill and tap cells, is clkdlybuf4s50_1. Post-CTS repair changed the size of 0 cells. Setup repair after global routing left no endpoint under its margin. The signed area change from the synthesized netlist to the final layout is 154%. The analysis reports a worst IR drop on VDD of 110 uV.

The detailed-route via count came out at roughly 17,000. The multiplexer fraction of the synthesized cell area came out at around a tenth. The cell family contributing the most delay on the critical path is buffers and inverters. The height of the die is 431 um. The placer's final routability congestion estimate is about 0.97.

The number of H-tree levels came out at 3. The leakage power summed over all cells is around 7.2 nW. The synthesized-area fraction occupied by xor and xnor cells came out at less than 1%. TritonCTS built the clock tree. The maximum buffer depth of the clock tree came out at 2.

Dividing the detail-routed via count by the number of cells gives 3.81. The clock transition at the registers of the reported paths is 0.10 ns. The timing report notes that buffer and inverter cells on the critical path total 3. The largest fanout of any net on the critical path is approximately 48. The aggregate global routing overflow is 0. STA lists the startpoint of the worst hold path as valid_r$_DFF_P_.

The commonest register cell is dfxtp_1. Counting distinct cell types in the post-synthesis netlist gives 49. The number of hold buffers added after cts came out at 0. The worst-path cell with the longest stage delay is nor3_1.

Clock tree synthesis selected as its root buffer the cell clkbuf_16. The share of synthesized cell area in full adder, half adder and majority cells is 0.553%. The required time at the endpoint of the critical path is 8.37 ns. The mapped netlist covers 0.00905 sq mm. The global-route wire length before repair came out at roughly 230,000 um. The latest clock arrival within the worst-skew pair is around 0.46 ns.

The main area contributors are dfxtp_1, a22oi_1, a22o_1. The largest single stage delay on the critical path is roughly 0.80 ns. OpenROAD reports that the post-layout worst path occupies about 50% of the period.

In this run the post-CTS setup repair buffer count came out at 0. The initial core utilization is 5.40%. The count of warning messages emitted by the tools is 29.

The kind of start point of the critical path is a flop. Listed in order, past its start point the critical path passes buf_4 -> buf_4 -> buf_4 -> mux2i_1 -> o22ai_1 -> nor3_1 -> a31oi_1. The synthesis-stage register bit count came out at roughly 70. The number of global-route vias before repair is ~17,000. The arrival time of data at the critical path endpoint is 4.23 ns. The placed wire-length estimate is 168,000 um. After filler insertion, the fill cell instance count of the layout stands at 19,078.

The mean instance size in the synthesized netlist is 7.32 sq um. After synthesis, the largest family of logic cells by area is AND-OR/OR-AND gates. The setup TNS is 0 ns. As logged by OpenROAD, the buffers inserted on ports number 1,092.

The kind of critical path is reg2reg. The proportion of netlist area held by the largest area contributor came out at 15.9%. The routed design has approximately 190,000 um of wire. The final routed wire length divided by cell count came out at 42.5 um. The maximum number of pins on one net before global-route repair is about 63. The total number of clock tree sinks came out at slightly above 70.

The number of endpoints failing setup at the final stage came out at 0. The number of synthesized flops with an enable pin came out at 0. In this run the full chip footprint comes out at 0.186 sq mm.

The startpoint of the worst setup timing path is counter[3]$_SDFF_PN0_. The final core utilization came out at 13.7%. The internal portion of the total power is 1.35 mW. The core box area is 0.168 sq mm. The worst setup path is captured at a flop. The number of maximum-capacitance constraint violations is 0. Ranking logic cells in the layout by count gives the top entries clkdlybuf4s50_1, a22oi_1, nor2_1.

The clock network fraction of total power came out at ~23%. The number of I/O pins came out at 1,094. The highest attainable clock frequency came out at 253 MHz. Per the timing report, the most critical flop-to-flop path originates at counter[3]$_SDFF_PN0_. The post-route antenna net violation count came out at 0. The overall routing resource usage came out at 19.7%. TritonRoute reported its final design rule violation total as 0. The final hold violation count is 0. The min-delay analysis places its worst path in the category reg2reg. The run finished with clean final reports. The number of iterations in the first detailed-routing pass is 8.

The first routing iteration left about 1,500 violations. Summing the areas of all compound-gate instances in the mapped netlist gives between 50 and 60% of the synthesized area. The layout report lists the multi-input gate area as 0.00702 sq mm.

The yosys warning tally came out at 1. dfxtp_1 takes more of the synthesized area than any other cell. According to the floorplan report, the die width is 431 um.

The total power per unit cell area is approximately 100 mW/mm^2. The switching share of power is 42.2%. The post-layout minimum cycle time is 3.96 ns. The relative max-transition margin came out at 29.6%.

The cell repeated most along the worst path is buf_4. The transition time at the pin with the least slew margin is 1.06 ns. The total clock buffers created by CTS came out at 9. The proportion of synthesized chip area in sequential cells came out at approximately 16%. The setup skew after layout is 0.0259 ns. The fraction of power consumed by combinational cells came out at between 50 and 60%.

The number of antenna violations at the first check in global routing is between 200 and 250. In this run, the synthesized area fraction spent on and/or/nand/nor cells is recorded as about a tenth. The sequential standard cell area is roughly 0.0014 sq mm. The sequential fraction of design power is between 10% and 20%. The post-synthesis instance total came out at between 1,000 and 1,500. The Yosys chip area came out at 0.00905 sq mm. The final number of max-transition violations is 0. The total cells reported by yosys after synthesis came out at 1,237. The floorplan has about 150 rows. The share of flip-flops with an asynchronous set or reset came out at 0%. The share of layout cells above drive strength 1 came out at under 10%. The switching component of the power is 0.989 mW.
-- sequential cells by signal, summed over array words and instances (netlist names) --
register	cells
valid_delay	1
counter	4
valid_r	1
re	1
state	1
serial_out	64
-- cell usage after synthesis (all sizes together), types with 2 or more instances --
| cell type | n |
|---|---|
| dfxtp | 72 |
| o22ai | 10 |
| a221o | 14 |
| nor3 | 11 |
| a31oi | 64 |
| a21o | 9 |
| a32oi | 9 |
| buf | 89 |
| o2bb2ai | 12 |
| nand2b | 3 |
| a22oi | 162 |
| nand3 | 3 |
| o211ai | 12 |
| a21oi | 109 |
| a21boi | 12 |
| nor2 | 154 |
| nor3b | 2 |
| a2111oi | 40 |
| nor2b | 4 |
| a221oi | 35 |
| clkbuf | 66 |
| and2 | 3 |
| nand2 | 31 |
| a22o | 122 |
| inv | 5 |
| o21ai | 66 |
| ha | 4 |
| mux2i | 90 |
| a222oi | 10 |
-- stage by stage --
step                total power, mW  cells  hold slack [ns]  cell area [sq um]  setup WS, ns
finish                         2.34   4479            0.348              23000          4.14
global route                   2.45   4460            0.351              23000          4.00
CTS                            2.43   4455            0.350              22900          4.25
detailed placement             1.85   4439            0.320              22600          4.25
global placement               1.85   4439            0.319              22600          4.26
floorplan                     0.733   1237            0.310               9050          5.62
-- power by group through the flow --
stage,registers [mW],clock network (mW),logic [mW]
global route,0.456,0.575,1.42
finish,0.450,0.534,1.36
CTS,0.450,0.578,1.40
-- worst paths after layout --
path / endpoint / cells after the start / slack, ns
hold reg to reg: valid_delay$_DFF_P_ / 0 / 0.35
setup reg to reg: serial_out[31]$_DFF_P_ / 7 / 4.14
hold / removal: valid_delay$_DFF_P_ / 0 / 0.35
setup / recovery: serial_out[31]$_DFF_P_ / 7 / 4.14
-- per-layer routing --
| layer | share of wire [%] | track usage [%] | wire (um) | vias to the layer above |
|---|---|---|---|---|
| met5 | 0.41 | 0 | 784 | - |
| met1 | 35 | 21.2 | 66300 | 8207 |
| li1 | - | - | - | 7057 |
| met2 | 53 | 37.5 | 102000 | 1240 |
| met3 | 9.5 | 7.42 | 18100 | 448 |
| met4 | 1.9 | 1.94 | 3520 | 120 |
-- cell type report --
type	count	area share [%]
multi-input cells	1005	30.5
clock inverters	7	0.315
clock buffers	9	0.979
diodes	24	0.261
flip-flops and latches	72	6.30
repair buffers	1153	49.6
inverters	5	0.0925
well taps	2204	12.0
-- cells by family after synthesis --
family                   Yosys count
AND-OR/OR-AND                    694
multiplexers                      91
adder cells (fa/ha/maj)            4
XOR/XNOR                           1
flip-flops                        72
AND/OR/NAND/NOR                  215
buffers and inverters            160
No activity file was given, so power comes from the tool's default toggle rates.
