**design/flow/design.v**
```verilog
module read_controller(
    clk,
    ce,
    dram_addr,
    bram_full,
    rd_val,
    en,
    en_read,
    write_bram,
    rst,
	 state,
    counter,
	 dram_val
    );
	input clk;
   input ce;
   output [23:0] dram_addr;
   input bram_full;
   input rd_val;
   input en;
   output en_read;
   output write_bram;
   input rst;
	input [23:0]dram_val;
	output [3:0] state;
    output [7:0]counter;
	wire clk;
	wire ce;
	wire [23:0] dram_addr;
	wire bram_full;
	wire rd_val;
	wire en;
	wire en_read;
	wire write_bram;
	wire rst;
	wire [3:0] state;
	wire [7:0] counter;
	wire [23:0] dram_val;
	parameter a = 4'd0;
	parameter b = 4'd1;
	parameter c = 4'd2;
	parameter d = 4'd3;
	parameter e = 4'd4;
	parameter f = 4'd5;
	parameter g = 4'd6;	
	parameter h = 4'd7;
	parameter i = 4'd8;
	parameter j = 4'd9;
	parameter k = 4'd10;
	parameter l = 4'd11;
	parameter m = 4'd12;
	reg [3:0] actual_state=a;
	reg [3:0] next_state;
	reg [23:0] addr_ = 24'd0;
	reg en_read_, write_bram_;
	reg [7:0]counter_ = 8'd0;
	always@(posedge clk or posedge rst)begin
		if(rst)
			actual_state <= a;
		else
			actual_state <= next_state;
	end
	always@(posedge clk)begin
		case(actual_state)
				a:
					begin
						counter_ = 0;
						addr_ =0;
						en_read_ = 0;
						write_bram_ = 0;
					end
				j:
					counter_ = counter_ +1;
				c:
					counter_ = 0;
				d:
					en_read_ = 1;
				e:
					en_read_ = 1;
				f:
					en_read_ = 0;
				h:
					counter_ = counter_ +1;
				i:
					write_bram_ = 1;
				k:
					write_bram_ = 0;
				m:
					addr_ = addr_+1;
		endcase
	end
	always@(*)begin
		case(actual_state)
			a:
				next_state = b;
			b:
				begin
					if(en)	next_state = j;
					else		next_state = b;
				end
			j:
				if(counter>127)	next_state = c;
				else					next_state = j;
			c:
				next_state = d;
			d:
				next_state = e;
			e:
				next_state = f;
			f:
				if(rd_val)		next_state = g;
				else				next_state = f;
			g:
				begin
					if((addr_[23:0] == dram_val[23:0]) || (counter>30)) next_state = i;
					else next_state = h;
				end
			h:
				next_state = d;
			i:
				next_state = k;
			k:
				if(bram_full) 	next_state = l;
				else 				next_state = m;
			l:
				if(bram_full)	next_state = l;
				else 				next_state = c;
			m:
				next_state = c;
		endcase
	end
	assign dram_addr[23:0] = addr_[23:0];
	assign en_read = en_read_;
	assign write_bram = write_bram_;
	assign state[3:0] = actual_state[3:0];
   assign counter[7:0] = counter_[7:0];
endmodule
```
**design/flow/run.sh**
```bash
#!/bin/bash
# OpenROAD 26Q1-2900-gdf79404cd8, Yosys 0.63+post, stock flow scripts
make -C /OpenROAD-flow-scripts/flow DESIGN_CONFIG=/design/flow/config.mk WORK_HOME=/design/flow/orfs finish
```
**design/flow/config.mk**
```make
export PLATFORM = sky130hd
export DESIGN_NAME = read_controller
export DESIGN_NICKNAME = read_controller
export VERILOG_FILES = /design/flow/design.v
export SDC_FILE = /design/flow/constraint.sdc
export NUM_CORES = 4
export LEC_CHECK = 1
export CORE_UTILIZATION = 50
```
**design/flow/constraint.sdc**
```tcl
current_design read_controller

set clk_period 5.3
set clk_io_pct 0.2

create_clock -name clk0 -period $clk_period [get_ports {clk}]

set non_clock_inputs [all_inputs -no_clocks]
set_input_delay [expr $clk_period * $clk_io_pct] -clock clk0 $non_clock_inputs
set_output_delay [expr $clk_period * $clk_io_pct] -clock clk0 [all_outputs]
```
==> out/results.txt <==
Status -> completed
Tool Warnings -> 28
Largest net degree at the start of global routing -> 25
Setup Crit Path Kind -> reg2out
Top delay family on crit path -> flip-flops
Post-CTS Setup Repair Bufs -> 0
Final setup violation count -> 0
XOR-XNOR Cells, Area Fraction -> 17.5%
Area reported by Yosys stat -> 2500 µm²
Die width -> 72.7 µm
Antenna violations before repair -> 0
Layout area overhead -> 34.4%
Clk buf depth -> 2
Clk pin slew, worst setup/hold paths -> 0.08 ns
Crit-path max cell delay -> 0.65 ns
H-tree levels -> 2
Placer Congestion -> 0.846
DR WL/cell -> 13.8 µm
Final wirelength -> 5.33 mm
Maximum vdd drop -> 0.000217 V
DIE HEIGHT -> 72.7 µm
Final instance count without filler cells -> 386
Post-route cell area -> 3360 µm²
Cts bufs inserted -> 5
DRT antenna net count -> 0
Core Area -> 4750 µm²
Crit-path cells -> clkdlybuf4s50_1
Layout cells sized above 1 -> 5.33%
Buffers added on ports -> 66
And-or/or-and share of the synthesized area -> 5.45%
DRC violation count after routing -> 0
Post-placement cell count -> 378
CP Launch Type -> flip-flop
Min cycle time layout -> 2.55 ns
Vias after detailed routing -> 2079
Max transition margin -> 67.6%
Setup crit end kind -> output pin
Final setup TNS -> 0 ns
R2R Setup Slk -> 3.27 ns
Syn Area/Cell -> 9.93 µm²
Yosys stat cell total -> 252
Tot GR Track Use -> 22.5%
Pwr dens -> 193 nW/µm²
Fin crit share -> 48.1%
Cells after Synth -> 252
Drt via density -> 5.39
WP data required -> 4.24 ns
CTS root buf -> clkbuf_8
Synth Cell Area -> 2500 µm²
Row cnt -> 25
First-pass GRT wire length -> 8.65 mm
Final Skew -> 0.00756 ns
Max_cap viols -> 0
Max Freq -> 0.392 GHz
Detailed placement HPWL -> 3.81 mm
Min-delay worst type -> reg2reg
Hold Buf Count CTS -> 0
Worst-path fanout max -> 18
Mux share -> 0.850%
Lkg Pwr -> 1.18 nW
WP buf/inv -> 1
RSZ-0062 raised after global routing -> no
Max Slew Vio Count -> 0
Io pins -> 68
Final Worst Setup Slack -> 2.75 ns
Detailed Route Iter0 Violations -> 85
Inserted Diodes -> 0
Post_cts resized -> 0
CTS tree -> done
Synth cell types -> 36
Worst slew pin tran -> 0.482 ns
Yosys warns -> 1
Comb area leader -> simple AND/OR/NAND/NOR gates
Register pins left without a clock -> 4
Die ar. -> 5290 µm²
Overflow after GRT -> 0
Pre-Place Util -> 52.6%
Adder-Cell Fraction of Synth Area -> 1.50%
Yosys reg bits -> 42
Critical path arrival -> 1.49 ns
Initial DRT Pass Iterations -> 4
Final hold vios -> 0
Endpoints left unconstrained -> 8
Vias in the first global route -> 1800
Basic Gates by Area -> 24.6%
Max stage delay cell, worst path -> dfrtp_1
Final Power -> 0.000648 W
Skew-Pair Late Insertion Delay -> 0.29 ns
DP Worst Slack -> 3.07 ns
Area post-placement -> 3230 µm²
==> cell usage after synthesis (all sizes together) <==
cell	n	area, µm²
a2111o	1	11.3
a211oi	2	15.0
a21oi	7	35.0
a31oi	2	12.5
a32o	1	10.0
and2	2	12.5
and3	5	31.3
and4	3	26.3
buf	5	31.3
clkbuf	5	18.8
dfrtp	4	100
dlxtn	4	60.1
edfxtp	34	1020
ha	3	37.5
inv	6	22.5
mux2	1	11.3
mux2i	1	10.0
nand2	13	48.8
nand2b	4	25.0
nand3	18	90.1
nand3b	1	7.51
nand4	8	50.1
nor2	37	139
nor2b	7	43.8
nor3	2	10.0
nor4	12	100
o211ai	1	7.51
o21ai	6	30.0
o31ai	2	15.0
or2	1	6.26
or3	4	25.0
xnor2	10	87.6
xor2	40	350
==> layout make-up <==
| cell class | count | area, µm² |
|---|---|---|
| well taps | 67 | 83.8 |
| repair buffers | 69 | 683 |
| clock buffers | 5 | 68.8 |
| clock inverters | 3 | 68.8 |
| multi-input cells | 194 | 1250 |
| inverters | 6 | 22.5 |
| flip-flops and latches | 42 | 1180 |
| fillers | 391 | 1390 |
==> sequential cells by signal (all words and copies together), names as in the netlist <==
name          cells
write_bram_       1
actual_state      4
en_read_          1
addr_            24
next_state        4
counter_          8
==> final timing paths <==
path                            startpoint              end  cells past startpoint
max                        actual_state[0]         state[0]                      1
max reg2reg                actual_state[2]      counter_[5]                      5
min                            counter_[4]      counter_[4]                      2
min reg2reg                    counter_[4]      counter_[4]                      2
min in group asynchronous              rst  actual_state[3]                      2
max in group asynchronous              rst  actual_state[2]                      2
==> through the flow <==
step / hold WS (ns) / util, %
after global placement: 0.621 / 67.8
final: 0.646 / 70.7
after CTS: 0.648 / 70.7
after detailed placement: 0.624 / 67.8
after floorplan: 0.570 / -
after global routing: 0.718 / 70.7
==> kinds of logic after synthesis <==
kind of cell	after synthesis
flops	38
xor+xnor	50
latches	4
simple gates	117
mux	2
buf+inv	16
compound gates	22
fa+ha+maj	3
==> cell usage in the layout (no fill, tap or decap), types with 2 or more instances in the layout <==
cell	netlist	final
nand2_1	13	13
buf_4	0	3
a31oi_1	2	2
inv_1	6	6
dfrtp_1	4	4
nor3_1	2	2
o31ai_1	2	2
nor2_1	37	37
and2_1	2	2
bufinv_16	0	2
clkdlybuf4s50_1	0	66
xor2_1	40	40
o21ai_1	2	2
a211oi_1	2	2
or3_1	4	4
nor2b_1	7	7
nand4_1	8	8
nor4_1	8	7
xnor2_1	10	10
o21ai_0	4	4
ha_1	3	3
and3_1	5	5
nand3_1	18	18
clkbuf_8	0	5
edfxtp_1	34	34
and4_1	3	3
nor4_2	4	5
nand2b_1	4	4
a21oi_1	7	7
dlxtn_1	4	4
==> layer usage <==
layer	global-route usage, %	wire [µm]	vias up	part of all wire, %
li1	-	-	1028	-
met1	36.5	2400	972	45
met2	34.4	2490	74	47
met3	5.32	381	5	7.2
met4	2.40	59	0	1.1
met5	0	0	-	0
==> power breakdown <==
group	switching (W)	leakage, nW	total (W)	internal (W)
registers	0.000000106	0.409	0.000321	0.000321
logic	0.00000897	0.705	0.0000315	0.0000226
clock network	0.000107	0.0683	0.000295	0.000189
No activity file was given, so power comes from the tool's default toggle rates.
